File: flow/run.sh
#!/bin/bash
# OpenROAD 26Q1-2900-gdf79404cd8, Yosys 0.63+post, stock flow scripts
make -C /OpenROAD-flow-scripts/flow DESIGN_CONFIG=/design/flow/config.mk WORK_HOME=/design/flow/orfs finish
File: flow/config.mk
export PLATFORM = sky130hd
export DESIGN_NAME = MULTMO
export DESIGN_NICKNAME = MULTMO
export VERILOG_FILES = /design/flow/design.v
export SDC_FILE = /design/flow/constraint.sdc
export NUM_CORES = 4
export LEC_CHECK = 1
export CORE_UTILIZATION = 50
File: flow/design.v
`timescale 1ns / 1ps
module MULTMO(clk,reset,D1,D2,multctrl,busy,start,hi,lo,we);
input clk,reset,start;
input [1:0] we;
input [31:0] D1,D2;
input [2:0] multctrl;
output reg busy;
output reg [31:0] hi,lo;
reg state;
reg [4:0] count;
reg [31:0] hite,lote;
	initial begin
	busy<=0;state<=0;hi<=0;lo<=0;
	count<=0;hite<=0;lote<=0;
	end
	always@(negedge clk)begin
	if(start&&state==0)begin
	  state<=1;
	  if(multctrl==1)begin
	   {hite,lote}<=$signed(D1)*$signed(D2);
		count<=5;
	   end
     else if(multctrl==2)begin
      {hite,lote}<=$unsigned(D1)*$unsigned(D2);
		count<=5;
		end    
		else if(multctrl==3)begin
	   hite<=$signed(D1) % $signed(D2);
	   lote<=$signed(D1) / $signed(D2);
	count<=10;
		end    
		else if(multctrl==4)begin
    lote<=$unsigned(D1)/$unsigned(D2);
	 hite<=$unsigned(D1)%$unsigned(D2);
		count<=10;
		end
		else
		;
   end   		
	end
  always@(posedge clk)begin
  if(reset)begin
   busy<=0;
	state<=0;
	hi<=0;lo<=0;
	count<=0;
	hite<=0;lote<=0;
	end
	else begin
	if(state==1&&busy==0)begin
	 busy<=1;
	 count<=count-1;
	 end
	else if(busy==1&count!=0)begin
	  count<=count-1;
	  end
	else if(busy==1&count==0)begin
	  hi<=hite;
	  lo<=lote;
	  busy<=0;
	  state<=0;
	  end
	else if(busy==0&we==1)begin
	hi<=D1;
	end
	else if(busy==0&we==2)begin
	lo<=D1;
	end
	else
	  ;
	end
	end
endmodule
File: flow/constraint.sdc
current_design MULTMO

set clk_period 1.8
set clk_io_pct 0.2

create_clock -name clk0 -period $clk_period [get_ports {clk}]

set non_clock_inputs [all_inputs -no_clocks]
set_input_delay [expr $clk_period * $clk_io_pct] -clock clk0 $non_clock_inputs
set_output_delay [expr $clk_period * $clk_io_pct] -clock clk0 [all_outputs]
==> flow_metrics.py <==
# Generated from Yosys and OpenROAD reports
metrics = {
    "final_timing": {
        "finalClockSkew_ns": 0,
        "slew_violations": 0,
        "max_freq_mhz": 665,
        "finalSetupViolCount": 0,
        "finalHoldViolCount": 0,
        "fin_crit_ns": 1.50,
        "tns_ns": 0,
        "period_used_share": 0.836,
        "rsz0062_at_grt": "no",
    },
    "global_routing": {
        "grt_pass1_wl_um": 7980,
        "track_usage": 0.188,
        "antenna_found_initial": 0,
        "grt_max_degree": 97,
        "first_global_vias": 1836,
        "overflow": 0,
    },
    "logic_synthesis": {
        "ys_types": 12,
        "syn_area_um2": 2720,
        "synth-warning-count": 136,
        "ys_chip_area_um2": 2720,
        "postSynthCellCount": 248,
        "ys_ff": 64,
        "ys_cells": 248,
        "synth_seq_share": 0.471,
        "avgSynthCellArea_um2": 11.0,
    },
    "pwr": {
        "irDropWorstVdd_mv": 0.678,
        "power_density_nw_per_um2": 805,
        "p_leak_nw": 1.60,
    },
    "place": {
        "io_buffers": 99,
        "gp_congestion": 0.712,
        "dp_hpwl_um": 3390,
    },
    "final_layout": {
        "fin_util": 0.761,
        "drive_gt1_frac": 0.0659,
        "areaGrowthSynthToFinish_pct": 44.7,
    },
    "setup_path": {
        "start_kind": "register",
        "max_stage_delay_ns": 0.49,
        "cp_data_arrival_time_ns": 1.14,
        "worstPathRequired_ns": 1.44,
        "cp-end-kind": "output port",
        "slowest_stage": "clkdlybuf4s50_1",
        "worstSetupPathType": "register to output port",
        "worst-path-buf-inv": 1,
        "path_max_fanout": 2,
        "crit_family": "buffers and inverters",
        "path_cells": "clkdlybuf4s50_1",
    },
    "floorplanning": {
        "initCoreUtil": 0.526,
        "top_level_ports": 137,
        "dieWidth_um": 75.8,
        "row_count": 26,
        "die_y_um": 75.8,
        "coreArea_um2": 5170,
        "chipArea_um2": 5740,
    },
    "clock_tree": {
        "clock_sinks": 64,
        "cts_hold_buf": 0,
        "clkTransAtPathRegs_ns": 0.07,
        "post_cts_buffers": 0,
        "cts_tree": "done",
        "root_buffer": "clkbuf_8",
        "clock_latency_ns": 0.32,
        "cts_resized": 0,
        "cts_max_level": 3,
        "cts_buffers": 9,
        "clock_path_buffers": 2,
    },
    "job": {
        "warning_count": 63,
        "cap_violations": 0,
    },
    "drt": {
        "first_pass_iters": 4,
        "via_per_inst": 4.67,
        "drc_errors": 0,
        "drtIter0Drc": 77,
        "highest_layer": "met4",
        "met3_wirelength_um": 430,
        "vias": 1958,
        "routed-wl-met2_um": 2380,
        "diodes": 0,
        "avgRoutedWirePerCell_um": 12.1,
        "wl_um": 5060,
        "final_antenna_net_count": 0,
        "wl_met1_um": 2220,
    },
    "outcome": {
        "status": "finished, final reports clean",
    },
    "hold_path": {
        "hold_class": "register to register",
    },
}
## per-layer routing
layer / vias to the layer above / track usage
li1: 995 / -
met5: - / 0
met2: 61 / 0.306
met4: 0 / 0.0206
met3: 2 / 0.0777
met1: 900 / 0.250
## worst paths after layout
check / startpoint / end / slack, ns / cells past startpoint
setup reg to reg: hi[27] / hi[27] / 1.21 / 2
hold / removal: hi[19] / hi[19] / 0.47 / 2
setup / recovery: hi[5] / hi[5] / 0.30 / 1
hold reg to reg: hi[19] / hi[19] / 0.47 / 2
## Yosys cell counts (all sizes together)
| cell | count | share of area |
|---|---|---|
| and2b | 1 | 0.0032 |
| buf | 14 | 0.053 |
| or2b | 1 | 0.0028 |
| nand2b | 97 | 0.22 |
| dfxtp | 64 | 0.47 |
| nor2b | 1 | 0.0032 |
| conb | 1 | 0.0014 |
| mux2i | 64 | 0.24 |
| clkbuf | 5 | 0.0069 |
## power by group
group	switching [mW]	internal, mW	total, mW
clock	0.509	0.712	1.22
combinational	0.126	0.299	0.426
sequential	0.0349	1.49	1.53
## area by class of cell
cell class                 instances  area [um2]
sequential                        64        1280
fill                             372        1230
tap                               70        87.6
multi-input combinational        165        1280
clock inverter                     3        40.0
clock buffer                      13         159
timing repair buffer             104        1090
## cell families after synthesis
group,share of synthesized area
flip-flops,0.471
AND/OR/NAND/NOR,0.232
buffers and inverters,0.0602
multiplexers,0.235
other,0.00138
## placed cells by master, fill, tap and decap left out, drive strengths merged
cell,n
bufinv,1
clkdlybuf4s50,98
or2b,1
nand2b,97
and2b,1
mux2i,64
dfxtp,64
buf,6
clkinv,2
nor2b,1
clkbuf,13
conb,1
## flip-flops by register name, summed over array words and instances, names as in the netlist
name / cells
hi: 32
lo: 32
## metrics by stage
step	cell area [um2]	hold slack, ns	std cells	power [mW]	setup slack (ns)
5_1_grt	3940	0.494	419	3.32	0.204
4_1_cts	3940	0.474	419	3.22	0.269
2_1_floorplan	2720	0.434	248	1.74	0.788
6_report	3940	0.468	419	3.17	0.295
3_3_place_gp	3740	0.458	403	1.98	0.249
3_5_place_dp	3740	0.465	403	1.99	0.231
Power and IR drop assume default switching activity.
