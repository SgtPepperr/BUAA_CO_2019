===== design.v =====
`timescale 1ns / 1ps
module CP0(clk,reset,exccode0,din_cp0,dout_cp0,a1,a2,pc8_m,bd_cp0,we,hwint,epc_cp0,exlclr,exlset,intreq);
input [5:0] hwint,exccode0;
input clk,reset,bd_cp0,we;
input exlclr,exlset;
input [4:0] a1,a2;
input [31:0] din_cp0,pc8_m;
output [31:0] epc_cp0;
output intreq;
output [31:0] dout_cp0;
reg [31:0] epc,cause,sr,prid;
wire hwexcp;
wire [31:0] pcnew;
assign dout_cp0=(a1==12)?sr:
              (a1==13)?cause:
              (a1==14)?epc:
              (a1==15)?prid:
              32'h20001119;
assign hwexcp=~sr[1]&sr[0]&((sr[15:10]&hwint)!=0);
assign epc_cp0=epc;
assign intreq=hwexcp|(exccode0!=0&~sr[1]);
initial begin
     sr[15:10]<=6'b111111;
    prid<=32'h20011119;
    sr[0]<=1;
    sr[1]<=0;
    epc<=0;
    cause<=0;
end
assign pcnew={pc8_m[31:2],2'b00}-8;
always@(posedge clk)begin
  if(reset)begin
    sr[15:10]<=6'b111111;
    prid<=32'h20011119;
    sr[0]<=1;
    sr[1]<=0;
    epc<=0;
    cause<=0;
  end
  else if(hwexcp)begin
    epc<=(bd_cp0==1)?pcnew-4:pcnew;
    sr[1]<=1;
    cause[15:10]<=hwint;
    cause[6:2]<=0;
    cause[31]<=bd_cp0;
  end
  else if(exccode0!=0&~sr[1])begin
    cause[6:2]<=exccode0;
    epc<=(bd_cp0==1)?pcnew-4:pcnew;
    cause[31]<=bd_cp0;
    sr[1]<=1;
    cause[15:10]<=hwint;
  end
  else if(exlclr)begin
    sr[1]<=0;
    cause[15:10]<=hwint;
  end
  else if(exlset)begin
    sr[1]<=1;
    cause[15:10]<=hwint;
  end
  else if(we)begin
    cause[15:10]<=hwint;
    if(a2==12)
      sr<=din_cp0;
    else if(a2==14)
      epc<=din_cp0;
    else if(a2==15)
      prid<=din_cp0;
  end
  else
    cause[15:10]<=hwint;
end
endmodule

===== config.mk =====
export PLATFORM = sky130hd
export DESIGN_NAME = CP0
export DESIGN_NICKNAME = CP0
export VERILOG_FILES = /design/flow/design.v
export SDC_FILE = /design/flow/constraint.sdc
export NUM_CORES = 4
export LEC_CHECK = 1
export CORE_UTILIZATION = 50

===== run.sh =====
#!/bin/bash
# OpenROAD 26Q1-2900-gdf79404cd8, Yosys 0.63+post, stock flow scripts
make -C /OpenROAD-flow-scripts/flow DESIGN_CONFIG=/design/flow/config.mk WORK_HOME=/design/flow/orfs finish

===== constraint.sdc =====
current_design CP0

set clk_period 9.0
set clk_io_pct 0.2

create_clock -name clk0 -period $clk_period [get_ports {clk}]

set non_clock_inputs [all_inputs -no_clocks]
set_input_delay [expr $clk_period * $clk_io_pct] -clock clk0 $non_clock_inputs
set_output_delay [expr $clk_period * $clk_io_pct] -clock clk0 [all_outputs]

==> results.json <==
{
  "cts_setup_buffers": 0,
  "cp.required_ns": 7.20,
  "lay_top_cells": "clkdlybuf4s50_1, nand2_1, dfxtp_1",
  "post-route-util_pct": 67.7,
  "max_cap_viol_count": 0,
  "fill_cells": 964,
  "clockBufferDepth": 2,
  "pin_count": 157,
  "layout_top_cell": "clkdlybuf4s50_1",
  "wirelength_microns": 18700,
  "worst-setup-path-type": "primary input to output pin",
  "cp_max_fo": 33,
  "htreeDepth": 3,
  "cts_made_buffers": 9,
  "grt_pass1_vias": 5644,
  "fin_skew_ns": 0.00623,
  "cts_root_buf": "clkbuf_16",
  "post-route-period-util_pct": 68.3,
  "avgViaCountPerCell": 5.78,
  "warnings": 30,
  "relSlewSlack_pct": 41.7,
  "ff_type": "dfxtp_1",
  "cp-start-kind": "primary input",
  "avgSynthCellArea_sq_um": 8.33,
  "drive_gt1_share_pct": 7.37,
  "ys_chip_area_sq_mm": 0.00631,
  "dieHeight_microns": 114,
  "wire_per_inst_microns": 17.8,
  "swShare_pct": 24.4,
  "syn_inst": 758,
  "p_comb_share_pct": 17.0,
  "fmax_ghz": 0.163,
  "synth_seq_share_pct": 38.1,
  "drt_iter0_drc": 424,
  "grt_util_met2_pct": 46.6,
  "gp_congestion": 1.07,
  "worst_pin_slew_ns": 0.874,
  "vias": 6070,
  "clock_sinks": 108,
  "gr-usage-met3_pct": 5.56,
  "maxSlewViolCount": 0,
  "irDropWorstVdd_mv": 0.0904,
  "grtUsageMet1_pct": 46.2,
  "hpwl_microns": 13300,
  "cts_resized": 0,
  "synth_flops": 108,
  "p_seq_share_pct": 46.1,
  "grt_pass1_wl_microns": 29500,
  "yosys_warnings": 1,
  "die_w_microns": 114,
  "setup_viol": 0,
  "syn_to_final_growth_pct": 30.4,
  "port_buffers": 154,
  "dr.pass1.iters": 5,
  "grt_use_total_pct": 30.3,
  "p_switching_uw": 276,
  "antenna_found_initial": 0,
  "postRouteAntennaNets": 0,
  "worstSetupEndpointType": "output pin",
  "clk_latency_ns": 0.35,
  "drc": 0,
  "rsz0062_at_grt": "false",
  "min_period_ns": 6.15,
  "grt_max_degree": 79,
  "clk_pin_slew_ns": 0.07,
  "std_cell_rows": 40,
  "clkPwrFrac_pct": 36.8,
  "synth_cell_types": 68,
  "tns_ns": 0,
  "top_usage_layer": "met2",
  "async_flop_share_pct": 0,
  "finalHoldViolations": 0,
  "p_leak_uw": 0.00281,
  "cts_tree": "yes",
  "antenna_cells": 0,
  "mappedNetlistArea_sq_mm": 0.00631,
  "hold_path_class": "register to register",
  "power.density_mw_per_mm2": 138,
  "crit_arrival_ns": 4.35,
  "chipArea_sq_mm": 0.0131,
  "power_uw": 1130,
  "fp_util_pct": 51.9,
  "gr-total-overflow": 0,
  "status": "finished, final reports clean",
  "power.internal_uw": 856,
  "yosys-stat-cells": 758,
  "ctsHoldBuffers": 0,
  "edf_count": 24,
  "coreArea_sq_mm": 0.0122
}
logic make-up after synthesis:
logic type      share of synthesized area [%]
flops                                    38.1
fa+ha+maj                               0.793
buf+inv                                  4.30
mux                                      8.90
compound gates                           15.8
simple gates                             27.1
xor+xnor                                 5.00
power by group through the flow:
stage	sequential (uW)	clock (uW)	combinational, uW
final	522	417	193
after global routing	524	442	210
after CTS	522	421	192
flip-flops by register name, summed over array words and instances (netlist names):
signal  count
prid       32
cause      12
epc        32
sr         32
synthesized netlist by cell type (3+ instances only):
cell | instances | area [sq um]
a211o_1 | 7 | 61.3
a211oi_1 | 8 | 60.1
a21oi_1 | 67 | 335
a22oi_1 | 3 | 22.5
a311oi_1 | 16 | 140
a31oi_1 | 7 | 43.8
and3_1 | 6 | 37.5
buf_1 | 4 | 15.0
buf_2 | 4 | 20.0
buf_6 | 3 | 33.8
clkbuf_1 | 46 | 173
dfxtp_1 | 84 | 1680
edfxtp_1 | 24 | 721
ha_1 | 4 | 50.1
inv_1 | 8 | 30.0
mux2i_1 | 28 | 280
mux4_2 | 12 | 270
nand2_1 | 144 | 541
nand2b_1 | 3 | 18.8
nand3_1 | 12 | 60.1
nand3b_1 | 12 | 90.1
nand4_1 | 8 | 50.1
nor2_1 | 79 | 297
nor2b_1 | 25 | 156
nor3_1 | 16 | 80.1
nor4_1 | 4 | 25.0
nor4b_1 | 3 | 26.3
o21ai_0 | 12 | 60.1
o22ai_1 | 4 | 25.0
o41ai_1 | 3 | 26.3
or2_2 | 5 | 31.3
or3_1 | 12 | 75.1
or4_1 | 4 | 30.0
xnor2_1 | 22 | 193
xor2_1 | 14 | 123
final timing paths:
| check | end | slack [ns] | cells past startpoint | startpoint |
|---|---|---|---|---|
| setup / recovery | dout_cp0[0] | 2.85 | 6 | a1[0] |
| hold / removal | prid[10] | 0.45 | 2 | prid[10] |
| setup reg to reg | sr[17] | 5.58 | 7 | sr[11] |
| hold reg to reg | prid[10] | 0.45 | 2 | prid[10] |
area by class of cell:
class | count | area (sq um) | area share, %
clock buffer | 10 | 229 | 2.78
clock inverter | 6 | 87.6 | 1.06
inverter | 8 | 30.0 | 0.365
multi-input combinational | 585 | 3650 | 44.4
sequential | 108 | 2400 | 29.2
tap | 168 | 210 | 2.55
timing repair buffer | 165 | 1610 | 19.6
metrics by stage:
| stage | worst slack, ns | hold slack, ns | cell area, sq um | cells |
|---|---|---|---|---|
| floorplan | 3.84 | 0.429 | 6310 | 758 |
| global placement | 2.84 | 0.439 | 7910 | 1034 |
| detailed placement | 2.86 | 0.445 | 7910 | 1034 |
| CTS | 2.87 | 0.455 | 8230 | 1050 |
| global route | 2.70 | 0.468 | 8230 | 1050 |
| finish | 2.85 | 0.454 | 8230 | 1050 |
critical path, stage by stage:
cell,delay [ns]
clkdlybuf4s50_1,0.48
buf_4,0.44
and2_1,0.78
a21oi_1,0.14
o21ai_0,0.15
clkdlybuf4s50_1,0.54
metal layers:
layer  up-vias  wire length, microns
met4         0                   516
met2       243                  8390
met1      2844                  8260
met3        36                  1520
met5         -                     0
li1       2947                     -
No activity file was given, so power comes from the tool's default toggle rates.
