--- flow/config.mk ---
export PLATFORM = sky130hd
export DESIGN_NAME = TIMER
export DESIGN_NICKNAME = TIMER
export VERILOG_FILES = /design/flow/design.v
export SDC_FILE = /design/flow/constraint.sdc
export NUM_CORES = 4
export LEC_CHECK = 1
export CORE_UTILIZATION = 30
--- flow/constraint.sdc ---
current_design TIMER

set clk_period 5.9
set clk_io_pct 0.2

create_clock -name clk0 -period $clk_period [get_ports {clk}]

set non_clock_inputs [all_inputs -no_clocks]
set_input_delay [expr $clk_period * $clk_io_pct] -clock clk0 $non_clock_inputs
set_output_delay [expr $clk_period * $clk_io_pct] -clock clk0 [all_outputs]
--- flow/design.v ---
`timescale 1ns / 1ps
module TIMER(clk,reset,Addr,WE,Din,Dout,IRQ
    );
    input clk;
    input reset;
    input [31:0] Addr;
    input WE;
    input [31:0] Din;
    output [31:0] Dout;
    output IRQ;
	reg [1:0] state;
	reg [31:0] mem [2:0];
	reg _IRQ;
	assign IRQ = mem[0][3] & _IRQ;
	assign Dout = mem[Addr[3:2]];
	wire [31:0] load = Addr[3:2] == 0 ? {28'h0, Din[3:0]} : Din;
	integer i;
	always @(posedge clk) begin
		if(reset) begin
			state <= 0; 
			for(i = 0; i < 3; i = i+1) mem[i] <= 0;
			_IRQ <= 0;
		end
		else if(WE) begin
			mem[Addr[3:2]] <= load;
		end
		else begin
			case(state)
				2'b00 : if(mem[0][0]) begin
					state <= 2'b01;
					_IRQ <= 1'b0;
				end
				2'b01 : begin
					mem[2] <= mem[1];
					state <= 2'b10;
				end
				2'b10  : 
					if(mem[0][0]) begin
						if(mem[2] > 1) mem[2] <= mem[2]-1;
						else begin
							mem[2] <= 0;
							state <= 2'b11;
							_IRQ <= 1'b1;
						end
					end
					else state <= 2'b00;
				default : begin
					if(mem[0][2:1] == 2'b00) mem[0][0] <= 1'b0;
					else _IRQ <= 1'b0;
					state <= 2'b00;
				end
			endcase
		end
	end
endmodule
--- flow/run.sh ---
#!/bin/bash
# OpenROAD 26Q1-2900-gdf79404cd8, Yosys 0.63+post, stock flow scripts
make -C /OpenROAD-flow-scripts/flow DESIGN_CONFIG=/design/flow/config.mk WORK_HOME=/design/flow/orfs finish
==> impl_summary.log <==
[flow] final metrics
[metrics] number of design rule violations left after detail routing: 0
[metrics] remaining antenna violation count: 0
[metrics] Max H-tree Level: 4
[metrics] total number of vias: 4,879
[metrics] area of the core: 22,000 µm²
[metrics] vias per inst: 5.18
[metrics] final HPWL from detailed placement: 11,800 µm
[metrics] antenna diode count: 0
[metrics] die x size: 153 µm
[metrics] sequential fraction of the synthesis area: 0.580
[metrics] area of the mapped netlist: 6800 µm²
[metrics] tool warnings: 56
[metrics] count of yosys warnings during synthesis: 1
[metrics] GRT Overall Usage: 0.172
[metrics] fraction of the cycle the final worst path needs: 0.697
[metrics] Max Clock Freq: 243 MHz
[metrics] routability-driven placement congestion ratio: 0.806
[metrics] power share of the combinational group: 0.106
[metrics] initial antenna violation count: 0
[metrics] setup bufs post-CTS: 0
[metrics] gr ovfl total: 0
[metrics] hold violation count in the final report: 0
[metrics] pin count of the biggest net entering global routing: 38
[metrics] most common cell after layout, fill and taps aside: edfxtp_1
[metrics] internal portion of total power: 1930 µW
[metrics] cell count listed in synth_stat.txt: 552
[metrics] kind of critical path: in -> out
[metrics] starting DRC count in detailed routing: 261
[metrics] Area Overhead vs Synth: 26.0%
[metrics] arrival time at the worst endpoint: 2.93 ns
[metrics] transition time at the pin with the least slew margin: 0.839 ns
[metrics] Seq cells post-synth: 133
[metrics] Async SR Flop Fraction: 0
[metrics] Flop pwr share: 0.455
[metrics] critical path peak fanout: 37
[metrics] final max-slew violation count: 0
[metrics] post-CTS clock slew at the launch and capture registers of the worst setup and hold paths: 0.06 ns
[metrics] Crit. End Element: primary output
[metrics] Sinks on Clock Net: 133
[metrics] fill cell total of the finished layout: 2,070
[metrics] Init Core Util: 0.309
[metrics] cell count after synthesis: 552
[metrics] number of detailed-routing iterations run before antenna repair: 18
[metrics] Clk network pwr share: 0.439
[metrics] yosys-reported design area after synthesis: 6800 µm²
[metrics] number of buffers on the longest clock path: 2
[metrics] Total Wirelength: 18,300 µm
[metrics] Max-Cap Viols: 0
[metrics] Hold WC Path Type: reg -> reg
[metrics] mean post-synth cell area: 12.3 µm²
[metrics] count of different cell masters after synthesis: 54
[metrics] Die Outline Area: 23,300 µm²
[metrics] run status: completed
[metrics] net switching share of the total power: 0.221
[metrics] post-CTS resize count: 0
[metrics] leakage power figure: 0.00312 µW
[metrics] Data required, critical path: 4.72 ns
[metrics] worst vdd rail ir drop: 0.000191 V
[metrics] proportion of layout cells with a drive suffix above 1: 0.153
[metrics] Buffers on Ports: 69
[metrics] total number of placement rows: 54
[metrics] routed length per instance: 19.5 µm
[metrics] final-layout setup total negative slack: 0 ns
[metrics] minimum clock period: 4.11 ns
[metrics] global-route wire length before repair: 28,900 µm
[metrics] worst slew margin relative to its limit: 0.441
[metrics] number of global-route vias before repair: 5,056
[metrics] TritonCTS clock tree: done
[metrics] clock latency of the later-clocked register in the worst-skew pair: 0.42 ns
[metrics] CTS hold repair buffers: 0
[metrics] power per cell area: 290 nW/µm²
[metrics] startpoint type of the worst setup path: input pin
[metrics] final worst hold slack: 0.448 ns
[metrics] worst setup skew after layout: 0.00994 ns
[metrics] Most used DFF post-synth: edfxtp_1
[metrics] clk root buf: clkbuf_16
[metrics] Net Sw Power: 549 µW
[metrics] number of endpoints failing setup at the final stage: 0
[metrics] TritonCTS Buffers: 17
[metrics] post-synth tally of flip-flops with integrated enable: 128
[metrics] Top Layout Cells: edfxtp_1, nor2_1, clkdlybuf4s50_1
[metrics] number of ports placed on the die boundary: 100
[metrics] setup repair after global routing missed its margin: no
[metrics] Layout Utilization: 0.389
[metrics] die span in y: 153 µm
==> worst max-delay path: stages <==
cell and delay [ns]:
buf_2 0.07, buf_4 0.57, mux4_2 0.63, clkdlybuf4s50_1 0.42
==> layer usage <==
layer  GRT usage  vias up  part of all wire
li1            -     2278                 -
met1       0.251     2381              0.43
met2       0.261      206              0.47
met3      0.0693       14             0.090
met4      0.0226        0             0.013
met5           0        -                 0
==> sequential cells by signal, summed over array words and instances, names as in the netlist <==
signal	cells
state	4
mem	128
_IRQ	1
==> synth_stat cells, drive strengths merged (8+ instances only) <==
cell    count  share of area
clkbuf     31          0.017
and3       12          0.011
nor3       24          0.018
inv         8         0.0044
xor2       19          0.024
nand3      30          0.022
a221oi      9          0.012
nand2      43          0.024
and2       14          0.013
a21oi      20          0.015
xnor2       8          0.010
edfxtp    128           0.57
mux4       32           0.11
nor2       82          0.046
nor4       18          0.022
==> per-stage QoR <==
stage                     power [µW]  instance area, µm²  instances  setup WS, ns
after floorplan                 1280                6900        579          1.09
after global placement          1410                7950        909          1.61
after detailed placement        1410                7950        909          1.59
after CTS                       2500                8560        941          1.74
after global routing            2570                8560        941          1.63
final                           2480                8560        941          1.79
==> power by group through the flow <==
stage / Combinational, µW / Clock [µW] / Sequential, µW
CTS: 267 / 1110 / 1130
finish: 263 / 1090 / 1130
global route: 289 / 1150 / 1140
==> final cells by class <==
cell class | count | area [µm²] | share of cell area
inverter | 8 | 30.0 | 0.00351
clock inverter | 15 | 188 | 0.0219
timing repair buffer | 87 | 816 | 0.0953
clock buffer | 17 | 425 | 0.0497
multi-input combinational | 401 | 2810 | 0.328
sequential | 133 | 3940 | 0.460
tap | 280 | 350 | 0.0409
==> logic make-up after synthesis <==
logic type	synth area share
buffers and inverters	0.0261
AND-OR/OR-AND	0.0602
other	0.000552
AND/OR/NAND/NOR	0.187
XOR/XNOR	0.0348
multiplexers	0.108
adder cells (fa/ha/maj)	0.00368
flip-flops	0.580
==> final timing paths <==
kind	from	to	cells past startpoint	slack (ns)
worst min register to register	state[3]$_DFF_P_	state[3]$_DFF_P_	2	0.45
worst max register to register	mem[0][0]$_SDFFCE_PN0P_	mem[1][0]$_SDFFCE_PN0P_	6	2.96
worst min-delay path	state[3]$_DFF_P_	state[3]$_DFF_P_	2	0.45
worst max-delay path	Addr[2]	Dout[14]	4	1.79
Power is estimated from default activity; no workload was simulated.
